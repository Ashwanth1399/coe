==> design.v <==
module simple_apb (
    input             PCLK,
    input             PRESETn,
    input             PSEL,
    input             PENABLE,
    input             PWRITE,
    input      [31:0] PADDR,
    input      [31:0] PWDATA,
    output reg [31:0] PRDATA,
    output            PREADY,
    output            PSLVERR
);
    reg [31:0] control_reg;
    assign PREADY = 1'b1;   
    assign PSLVERR = 1'b0;  
    always @(posedge PCLK or negedge PRESETn) begin
        if (!PRESETn) begin
            control_reg <= 32'h0;
            PRDATA <= 32'h0;
        end else if (PSEL && PENABLE) begin
            if (PWRITE) begin
                case (PADDR)
                    32'h0: control_reg <= PWDATA;
                endcase
            end else begin
                case (PADDR)
                    32'h0: PRDATA <= control_reg;
                endcase
            end
        end
    end
endmodule
==> run.sh <==
#!/bin/bash
# OpenROAD 26Q1-2900-gdf79404cd8, Yosys 0.63+post, stock flow scripts
make -C /OpenROAD-flow-scripts/flow DESIGN_CONFIG=/design/flow/config.mk WORK_HOME=/design/flow/orfs finish
==> config.mk <==
export PLATFORM = sky130hd
export DESIGN_NAME = simple_apb
export DESIGN_NICKNAME = simple_apb
export VERILOG_FILES = /design/flow/design.v
export SDC_FILE = /design/flow/constraint.sdc
export NUM_CORES = 4
export LEC_CHECK = 1
export CORE_UTILIZATION = 50
==> constraint.sdc <==
current_design simple_apb

set clk_period 1.5
set clk_io_pct 0.2

create_clock -name clk0 -period $clk_period [get_ports {PCLK}]

set non_clock_inputs [all_inputs -no_clocks]
set_input_delay [expr $clk_period * $clk_io_pct] -clock clk0 $non_clock_inputs
set_output_delay [expr $clk_period * $clk_io_pct] -clock clk0 [all_outputs]
==> flow_results.xml <==
<?xml version="1.0" encoding="UTF-8"?>
<metrics>
  <group name="hold_path">
    <metric name="worstHoldPathType" unit="">flop to flop</metric>
    <metric name="whs_path_depth" unit="">1</metric>
  </group>
  <group name="worst_setup_path">
    <metric name="worst_path_largest_cell_delay" unit="ns">0.37</metric>
    <metric name="critical_path.slowest_cell" unit="">sky130_fd_sc_hd__nor4_4</metric>
    <metric name="timing.reg2reg.setup_slack" unit="ns">0.59</metric>
    <metric name="timing.critical_path.cells" unit="">buf_2, nor4_2, nand4_1, nor4_4, buf_4, buf_12, mux2_4</metric>
    <metric name="end_kind" unit="">flop</metric>
    <metric name="startpoint_type" unit="">input pin</metric>
    <metric name="worstSetupPathType" unit="">input pin to flop</metric>
    <metric name="crit_path_max_fanout" unit="">8</metric>
    <metric name="regToRegEndpoint" unit="">PRDATA[1]</metric>
    <metric name="worstPathRequired" unit="ns">1.71</metric>
    <metric name="setup.worst_path.start" unit="">PADDR[0]</metric>
    <metric name="reg2reg_from" unit="">PRDATA[1]</metric>
    <metric name="setup.worst_path.end" unit="">PRDATA[30]</metric>
    <metric name="rr_worst_depth" unit="">2</metric>
    <metric name="worstPathArrival" unit="ns">1.95</metric>
  </group>
  <group name="run">
    <metric name="drv.max_cap_violation_count" unit="">0</metric>
    <metric name="stage_log_warnings" unit="">29</metric>
  </group>
  <group name="synth">
    <metric name="ys_top_cells_by_area" unit="">sky130_fd_sc_hd__dfrtp_1 63%, sky130_fd_sc_hd__mux2_2 26%, sky130_fd_sc_hd__buf_6 2.7%</metric>
    <metric name="synth.distinct_cells" unit="">11</metric>
    <metric name="post_synth_tally_of_flip_flops_with_integrated_enable" unit="">0</metric>
    <metric name="synth.yosys.num_cells" unit="">152</metric>
    <metric name="ff_type" unit="">sky130_fd_sc_hd__dfrtp_1</metric>
    <metric name="synth-warning-count" unit="">1</metric>
    <metric name="synth.top_cell.area_share" unit="%">63.4</metric>
    <metric name="synthesis.area_per_instance" unit="um^2">16.6</metric>
    <metric name="common_cells" unit="">64 x sky130_fd_sc_hd__dfrtp_1, 59 x sky130_fd_sc_hd__mux2_2, 8 x sky130_fd_sc_hd__nor4_1</metric>
    <metric name="synthesis.instances" unit="">152</metric>
    <metric name="synth.yosys.chip_area" unit="um^2">2520</metric>
    <metric name="syn-cell-area" unit="um^2">2520</metric>
    <metric name="yosys.area.top_type" unit="">sky130_fd_sc_hd__dfrtp_1</metric>
    <metric name="postSynthSeqShare" unit="%">63.4</metric>
    <metric name="ys.flops" unit="">64</metric>
    <metric name="ys_async_sr_fraction" unit="%">100</metric>
    <metric name="post-synth-top-count-cell" unit="">sky130_fd_sc_hd__dfrtp_1</metric>
  </group>
  <group name="timing">
    <metric name="final_min_period_over_clock_period" unit="%">116</metric>
    <metric name="timing.clock.skew" unit="ns">0.00370</metric>
    <metric name="relSlewSlack" unit="%">47.0</metric>
    <metric name="final_hold_slack" unit="ns">0.500</metric>
    <metric name="highest_clock_rate" unit="MHz">572</metric>
    <metric name="final-setup-viol-count" unit="">64</metric>
    <metric name="timing.final.max_slew_violations" unit="">0</metric>
    <metric name="report.final.hold_viol_count" unit="">0</metric>
    <metric name="setup_ws_post_layout" unit="ns">-0.247</metric>
    <metric name="max_slew.worst_pin.slew" unit="ns">0.792</metric>
    <metric name="unrepaired_setup_endpoints_after_global_routing" unit="">true</metric>
    <metric name="fin_setup_tns" unit="ns">-13.81</metric>
    <metric name="final_period_minus_worst_setup_slack" unit="ns">1.75</metric>
  </group>
  <group name="pwr">
    <metric name="p_switching" unit="mW">0.740</metric>
    <metric name="max-vdd-ir-drop" unit="mV">0.821</metric>
    <metric name="power.share.switching" unit="%">21.9</metric>
    <metric name="p_comb_share" unit="%">7.3</metric>
    <metric name="power.clock.fraction" unit="%">41.7</metric>
    <metric name="p_int" unit="mW">2.64</metric>
    <metric name="powerDensity" unit="nW/um^2">790</metric>
    <metric name="static-leakage-power" unit="nW">2.11</metric>
    <metric name="share_seq_of_total_power" unit="%">51.0</metric>
  </group>
  <group name="cts">
    <metric name="clkTransAtPathRegs" unit="ns">0.07</metric>
    <metric name="clockRootBuffer" unit="">sky130_fd_sc_hd__clkbuf_8</metric>
    <metric name="cts_tree" unit="">yes</metric>
    <metric name="count_of_clock_tree_sinks" unit="">64</metric>
    <metric name="clock_insertion_delay_worst_skew" unit="ns">0.32</metric>
    <metric name="cts_htree_levels" unit="">3</metric>
    <metric name="clock_tree.buffer_depth" unit="">2</metric>
    <metric name="numCtsBuffers" unit="">9</metric>
  </group>
  <group name="grt">
    <metric name="first_global_vias" unit="">1939</metric>
    <metric name="track_usage" unit="%">28.0</metric>
    <metric name="grt_max_degree" unit="">34</metric>
    <metric name="grt.overflow.total" unit="">0</metric>
    <metric name="antenna_found_initial" unit="">0</metric>
    <metric name="first_pass_grt_wire_length" unit="um">10400</metric>
  </group>
  <group name="place">
    <metric name="detailedPlacementHpwl" unit="um">3490</metric>
    <metric name="place_worst_setup_slack" unit="ns">-0.871</metric>
    <metric name="rd_place_congestion" unit="">0.816</metric>
    <metric name="place.port_buffers" unit="">100</metric>
    <metric name="placement.cell_area" unit="um^2">3620</metric>
  </group>
  <group name="finish">
    <metric name="final_design_area_no_fill" unit="um^2">4280</metric>
    <metric name="area_growth_syn_to_layout" unit="%">69.6</metric>
    <metric name="drive_gt1_share" unit="%">48.2</metric>
    <metric name="finish.utilization" unit="%">89.5</metric>
    <metric name="num-fill-cells" unit="">176</metric>
  </group>
  <group name="detailed_routing">
    <metric name="drt_first_pass_iters" unit="">4</metric>
    <metric name="dr_total_vias" unit="">1757</metric>
    <metric name="drcViolationCount" unit="">0</metric>
    <metric name="initialDrtViolationCount" unit="">73</metric>
    <metric name="route.antenna.diode_count" unit="">0</metric>
    <metric name="via_per_inst" unit="">5.03</metric>
    <metric name="ant_nets" unit="">0</metric>
    <metric name="average_wire_per_standard_cell" unit="um">20.1</metric>
    <metric name="routed_wl" unit="um">7020</metric>
  </group>
  <group name="die">
    <metric name="rows" unit="">25</metric>
    <metric name="chip_area" unit="um^2">5340</metric>
    <metric name="ios" unit="">103</metric>
    <metric name="design.core.area" unit="um^2">4790</metric>
    <metric name="fp.dieW" unit="um">73.1</metric>
    <metric name="vertical_die_dimension" unit="um">73.1</metric>
    <metric name="floorplanUtilization" unit="%">52.8</metric>
  </group>
  <group name="status">
    <metric name="violated_checks" unit="">negative setup slack</metric>
    <metric name="run_status" unit="">finished with violations</metric>
  </group>
</metrics>
-- layout by cell type (no fill, tap or decap), drive strengths merged --
master          n
nor4           10
dlygate4sd3     2
clkinv          4
clkbuf         15
buf            41
nand2           1
nand4           2
dlygate4sd2     1
dlymetal6s2s    7
inv             1
dfrtp          64
mux2           64
clkdlybuf4s50  59
bufinv          1
clkdlybuf4s15   6
clkinvlp        2
conb            2
-- layer usage --
metal | vias to the layer above | global-route usage, % | wire length [um]
met5 | - | 0 | 0
met4 | 0 | 4.36 | 78
met3 | 11 | 7.98 | 461
met2 | 80 | 43.0 | 3400
met1 | 866 | 43.1 | 3080
li1 | 800 | - | -
-- through the flow --
| step | cells | power (mW) |
|---|---|---|
| after floorplan | 152 | 1.77 |
| after global placement | 316 | 1.99 |
| after detailed placement | 316 | 1.99 |
| after CTS | 349 | 3.38 |
| after global routing | 349 | 3.52 |
| final | 349 | 3.38 |
-- logic make-up after synthesis --
| family | share of synthesized area, % |
|---|---|
| buf+inv | 3.42 |
| flops | 63.4 |
| mux | 28.5 |
| other cells | 0.297 |
| simple gates | 4.31 |
-- area by class of cell --
| class | instances | area, um^2 | share of cell area (%) |
|---|---|---|---|
| Timing Repair Buffer | 122 | 1240 | 29.1 |
| Sequential cell | 64 | 1600 | 37.4 |
| Inverter | 1 | 3.75 | 0.0876 |
| Clock inverter | 7 | 72.6 | 1.69 |
| Clock buffer | 9 | 124 | 2.89 |
| Tap cell | 67 | 83.8 | 1.96 |
| Multi-Input combinational cell | 79 | 1150 | 26.9 |
-- timing repair --
action                                 4_1_cts  5_1_grt
endpoints found under the hold margin       18        0
gates resized                              158       44
hold buffers                                 2        0
buffers inserted                            10        4
cloned                                       5        1
pin swaps                                    8        9
setup endpoints to repair                   65       72
-- how the worst min path moves through the flow --
stage,start,endpoint,slack (ns)
5_1_grt,control_reg[0],control_reg[0],0.51
4_1_cts,control_reg[0],control_reg[0],0.50
6_report,control_reg[0],control_reg[0],0.50
-- power groups by stage --
stage         registers (mW)  clock network, mW  logic [mW]
CTS                     1.73               1.43       0.224
global route            1.72               1.54       0.262
finish                  1.73               1.41       0.246
-- critical path: cells and delay by family --
family                 cells  cell delay, ns
and+or+nand+nor            3            0.86
buffers and inverters      3            0.47
muxes                      1            0.31
No activity file was given, so power comes from the tool's default toggle rates.
